==> config.mk <==
export PLATFORM = sky130hd
export DESIGN_NAME = fp64_mul_pipe3
export DESIGN_NICKNAME = fp64_mul_pipe3
export VERILOG_FILES = /design/flow/design.v
export SDC_FILE = /design/flow/constraint.sdc
export NUM_CORES = 4
export LEC_CHECK = 1
export CORE_UTILIZATION = 30
==> constraint.sdc <==
current_design fp64_mul_pipe3

set clk_period 49.0
set clk_io_pct 0.2

create_clock -name clk0 -period $clk_period [get_ports {clk}]

set non_clock_inputs [all_inputs -no_clocks]
set_input_delay [expr $clk_period * $clk_io_pct] -clock clk0 $non_clock_inputs
set_output_delay [expr $clk_period * $clk_io_pct] -clock clk0 [all_outputs]
==> design.v <==
`timescale 1ns / 1ps
module fp64_mul_pipe3 (
    input  wire        clk,
    input  wire        rst,
    input  wire        in_valid,  
    input  wire [63:0] a,
    input  wire [63:0] b,
    output reg  [63:0] result,
    output reg         mant_valid
);
reg signed [12:0] exp_pipe [0:3];
reg               sign_pipe[0:3];
integer k;
wire sign_a = a[63];
wire sign_b = b[63];
wire [10:0] exp_a = a[62:52];
wire [10:0] exp_b = b[62:52];
wire [51:0] frac_a = a[51:0];
wire [51:0] frac_b = b[51:0];
wire sign_r = sign_a ^ sign_b;
wire [52:0] mant_a = (exp_a == 11'd0) ? {1'b0, frac_a} : {1'b1, frac_a};
wire [52:0] mant_b = (exp_b == 11'd0) ? {1'b0, frac_b} : {1'b1, frac_b};
wire signed [12:0] exp_a_13 = {2'b00, exp_a};
wire signed [12:0] exp_b_13 = {2'b00, exp_b};
wire signed [12:0] exp_sum = exp_a_13 + exp_b_13 - 13'sd1023;
wire [105:0] mant_prod;
wire mant_valid_internal;
wire v1, v2, v3;
fp64_mantissa_mul_hybrid_pipe3 u_mul (
    .clk(clk),
    .rst(rst),
    .in_valid(in_valid),
    .mant_a(mant_a),
    .mant_b(mant_b),
    .mant_prod(mant_prod),
    .mant_valid(mant_valid_internal),
    .valid_s1_out(v1),
    .valid_s2_out(v2),
    .valid_s3_out(v3)
);
reg need_norm_r;
always @(posedge clk) begin
    if (rst) begin
        for (k = 0; k < 4; k = k + 1) begin
            exp_pipe[k]  <= 0;
            sign_pipe[k] <= 0;
        end
    end else begin
        if (in_valid) begin
            exp_pipe[0]  <= exp_sum;
            sign_pipe[0] <= sign_r;
        end
        if (v1) begin
            exp_pipe[1] <= exp_pipe[0];
            sign_pipe[1] <= sign_pipe[0];
        end
        if (v2) begin
            exp_pipe[2] <= exp_pipe[1];
            sign_pipe[2] <= sign_pipe[1];
        end
        if (v3) begin
            exp_pipe[3] <= exp_pipe[2];
            sign_pipe[3] <= sign_pipe[2];
        end
    end
end
reg signed [12:0] exp_pipe4;
reg               sign_pipe4;
always @(posedge clk) begin
    if (rst) begin
        exp_pipe4  <= 0;
        sign_pipe4 <= 0;
    end else begin
        exp_pipe4  <= exp_pipe[3];
        sign_pipe4 <= sign_pipe[3];
    end
end
reg mant_valid_s4;
always @(posedge clk) begin
    if (rst)
        need_norm_r <= 0;
    else if (mant_valid_internal)
        need_norm_r <= mant_prod[104];
end
always @(posedge clk) begin
    if (rst)
        mant_valid_s4 <= 0;
    else
        mant_valid_s4 <= mant_valid_internal;
end
wire [53:0] mant_align = mant_prod[105:52];
wire need_norm = mant_align[53];
wire [53:0] mant_norm =
    need_norm ? (mant_align >> 1)
              : mant_align;
wire signed [12:0] exp_norm =
    need_norm ? (exp_pipe[3] + 13'sd1)
              : exp_pipe[3];
wire [51:0] frac_main = mant_norm[51:0];
wire guard = mant_prod[51];
wire round_bit = mant_prod[50];
wire sticky = |mant_prod[49:0];
wire round_up = guard & (round_bit | sticky | frac_main[0]);
wire [52:0] frac_round = {1'b0, frac_main} + {52'b0, round_up};
wire rounding_carry = frac_round[52];
wire [51:0] frac_final = rounding_carry ? frac_round[52:1] : frac_round[51:0];
wire signed [12:0] exp_final = rounding_carry ? (exp_norm + 13'sd1) : exp_norm;
always @(posedge clk) begin
    if (rst) begin
        result <= 0;
        mant_valid <= 0;
    end else begin
        if (mant_valid_internal) begin
            result <= {sign_pipe[3], exp_final[10:0], frac_final};
            mant_valid <= 1'b1;
        end else begin
            mant_valid <= 1'b0;
        end
    end
end
endmodule
`timescale 1ns/1ps
module fp64_mantissa_mul_hybrid_pipe3 (
    input  wire         clk,
    input  wire         rst,
    input  wire         in_valid,
    input  wire [52:0]  mant_a,
    input  wire [52:0]  mant_b,
    output reg  [105:0] mant_prod,
    output reg          mant_valid,
    output wire         valid_s1_out,
    output wire         valid_s2_out,
    output wire         valid_s3_out
);
    reg valid_s1, valid_s2, valid_s3;
    assign valid_s1_out = valid_s1;
    assign valid_s2_out = valid_s2;
    assign valid_s3_out = valid_s3;
    always @(posedge clk) begin
        if (rst) begin
            valid_s1    <= 1'b0;
            valid_s2    <= 1'b0;
            valid_s3    <= 1'b0;
            mant_valid  <= 1'b0;
        end else begin
            valid_s1   <= in_valid;
            valid_s2   <= valid_s1;
            valid_s3   <= valid_s2;
            mant_valid <= valid_s3;
        end
    end
    wire [26:0] a_hi = mant_a[52:26];
    wire [25:0] a_lo = mant_a[25:0];
    wire [26:0] b_hi = mant_b[52:26];
    wire [25:0] b_lo = mant_b[25:0];
    wire [53:0] p_hi = a_hi * b_hi;
    wire [12:0] a0 = a_lo[12:0];
    wire [12:0] a1 = a_lo[25:13];
    wire [12:0] b0 = b_lo[12:0];
    wire [12:0] b1 = b_lo[25:13];
    wire [25:0] p00, p01, p10, p11;
    vedic_13x13 u00 (.a(a0), .b(b0), .y(p00));
    vedic_13x13 u01 (.a(a0), .b(b1), .y(p01));
    vedic_13x13 u10 (.a(a1), .b(b0), .y(p10));
    vedic_13x13 u11 (.a(a1), .b(b1), .y(p11));
    wire [51:0] p_lo =
          ({26'b0, p00})
        + ({13'b0, p01, 13'b0})
        + ({13'b0, p10, 13'b0})
        + ({p11,   26'b0});
    wire [27:0] sum_a = {1'b0, a_hi} + {2'b00, a_lo};    
    wire [27:0] sum_b = {1'b0, b_hi} + {2'b00, b_lo};    
    wire [55:0] p_mid = sum_a * sum_b;                     
    wire [55:0] cross = p_mid
                      - {2'b00, p_hi}     
                      - {4'b00, p_lo};    
    reg [53:0] p_hi_r;
    reg [51:0] p_lo_r;
    reg [55:0] cross_r;
    always @(posedge clk) begin
        if (rst) begin
            p_hi_r  <= 0;
            p_lo_r  <= 0;
            cross_r <= 0;
        end else if (in_valid) begin       
            p_hi_r  <= p_hi;
            p_lo_r  <= p_lo;
            cross_r <= cross;
        end
    end
    reg [53:0] p_hi_r2;
    reg [51:0] p_lo_r2;
    reg [55:0] cross_r2;
    always @(posedge clk) begin
        if (rst) begin
            p_hi_r2  <= 0;
            p_lo_r2  <= 0;
            cross_r2 <= 0;
        end else if (valid_s1) begin       
            p_hi_r2  <= p_hi_r;
            p_lo_r2  <= p_lo_r;
            cross_r2 <= cross_r;
        end
    end
    wire [105:0] term_hi  = {p_hi_r2,  52'b0};           
    wire [105:0] term_mid = {24'b0, cross_r2, 26'b0};    
    wire [105:0] term_lo  = {54'b0, p_lo_r2};             
    wire [105:0] csa_sum   = term_hi ^ term_mid ^ term_lo;
    wire [105:0] csa_carry = (term_hi & term_mid)
                           | (term_mid & term_lo)
                           | (term_hi & term_lo);
    wire [105:0] mant_s3   = csa_sum + (csa_carry << 1);
    reg [105:0] mant_s3_r;
    always @(posedge clk) begin
        if (rst)            mant_s3_r <= 0;
        else if (valid_s2)  mant_s3_r <= mant_s3;   
    end
    always @(posedge clk) begin
        if (rst)            mant_prod <= 0;
        else if (valid_s3)  mant_prod <= mant_s3_r;   
    end
endmodule
`timescale 1ns / 1ps
module vedic_13x13 (
    input  wire [12:0] a,
    input  wire [12:0] b,
    output wire [25:0] y
);
    assign y = a * b;
endmodule
==> run.sh <==
#!/bin/bash
# OpenROAD 26Q1-2900-gdf79404cd8, Yosys 0.63+post, stock flow scripts
make -C /OpenROAD-flow-scripts/flow DESIGN_CONFIG=/design/flow/config.mk WORK_HOME=/design/flow/orfs finish
==> results.cfg <==
; flow metrics
[synth]
synth_area_per_cell_um2 = 8.754
ys_types = 86
yosysChipArea_um2 = 108100
synthTopCellsByCount = inv_1, fa_1, nand2_1, ha_1, nor2_1
ff_type = dfxtp_1
ys_cells = 12350
yosys.cell_count.top_type = inv_1
synthArstFlopShare_pct = 0
edf_count = 0
syn_inst = 12350
synth-warning-count = 4
area_leaders = fa_1, dfxtp_1, ha_1
synth_area_um2 = 108100
ys.flops = 653
top_area_share_pct = 35.53
synth_seq_share_pct = 12.09
yosysTopAreaCell = fa_1

[global_routing]
busiest_layer = met2
grt_max_degree = 98
grtUsageMet2_pct = 27.24
use_met3_pct = 9.496
grt_pass1_wl_um = 506300
grt.total_usage_pct = 18.98
grt_pass1_vias = 83080
grt_overflow = 0
gr-usage-met1_pct = 25.61
antenna_found_initial = 25

[clocking]
clk_pin_slew_ns = 0.06
cts_setup_buffers = 0
cts_num_sinks = 653
cts-root-buf = clkbuf_16
cts_buffers = 72
ctsHoldBuffers = 0
cts_buffer_depth = 3
cts_resized = 0
cts_tree = done
clkLatencyLatePin_ns = 0.68
htree_levels = 3

[critical_path]
cp.arrival_ns = 25.40
r2r_cells = 11
slowest_delay_ns = 0.93
timing.rr.start = u_mul.cross_r2[13]
critPathLaunchType = input port
setup.worst_path.class = input port to flop
required_ns = 49.54
cp_max_fo = 28
cp_common_cell = fa_1
setup.worst_path.end_class = flop
r2r_setup_slack_ns = 44.34
r2r-end = u_mul.mant_s3_r[100]
cpMaxStageDelayCell = a211oi_1

[floorplan]
fp-utilization_pct = 30.12
coreArea_um2 = 358900
die_h_um = 602.3
die_w_um = 602.3
io_pins = 196
dieArea_um2 = 362800
rows = 220

[detailed_routing]
dr.pass1.iters = 5
drt-total-wl_um = 327200
via_per_inst = 4.819
ant_nets = 0
via_count = 82360
route.detailed.drc = 0
drt_iter0_drc = 4335
drt-wirelength-per-cell_um = 19.15

[hold_path]
worstHoldPathCells = 2
holdCritPathClass = flop to flop
min_from = result[35]
min_to = result[35]

[placement]
io_buffers = 195
gp_congestion = 0.9800
dp_hpwl_um = 255500

[final_layout]
nFillCells = 37100
area_delta_synth_final_pct = 9.835
fin_util_pct = 33.09
drive_above_1_share_pct = 4.127

[timing]
drv_slew = 0
worst_pin_slew_ns = 1.067
slew_headroom_pct = 28.44
hold_viol = 0
setup_tns_ns = 0
fin_crit_ns = 24.85
rsz0062_at_grt = false
clock_skew_ns = 0.05206
setup_violations = 0
fin_crit_sh_pct = 50.72
max_freq_mhz = 40.24

[flow_run]
tool_warnings = 29
cap_violations = 0

[run_status]
outcome = finished clean
==> critical path: cells and delay by family <==
kind | cells | cell delay [ns]
XOR/XNOR | 2 | 0.39
multiplexers | 1 | 0.23
AND/OR/NAND/NOR | 7 | 1.39
buffers and inverters | 10 | 1.31
AND-OR/OR-AND | 14 | 4.72
adder cells (fa/ha/maj) | 18 | 7.47
==> cell type report <==
type	instances	area (µm²)	area share, %
Multi-Input combinational cell	8904	85060	71.63
Sequential cell	653	13090	11.02
Inverter	2161	8113	6.831
Tap cell	4773	5972	5.029
Timing Repair Buffer	462	3975	3.347
Clock buffer	100	2048	1.725
Clock inverter	30	485.5	0.4088
Antenna cell	6	15.01	0.01264
==> placed cells by master, fill, tap and decap left out, types with 16 or more instances in the layout <==
cell	n
and2_1	538
and3_1	61
mux2i_1	461
clkbuf_16	73
xnor2_2	47
o211ai_1	33
nor2_1	846
nor2b_1	87
a22oi_1	17
a311oi_1	23
a22o_1	18
fa_1	1919
dfxtp_1	648
o21ai_0	244
buf_4	266
xnor2_1	218
inv_1	2159
ha_1	1008
or2_2	17
nor4_1	32
or3_1	24
xor2_1	107
nor3_1	79
nand2b_1	36
clkdlybuf4s50_1	193
o21bai_1	56
a31oi_1	38
nand3_1	101
a21o_1	154
nand4_1	52
and4_1	16
o21a_1	45
a21oi_1	371
a211oi_1	124
nand2_1	1886
==> kinds of logic (layout without fill, tap and decap cells) <==
group,count (synthesis),in the layout,synth area share [%]
simple gates,3823,3823,15.72
xor+xnor,387,387,3.135
other cells,0,6,0
mux,470,470,4.361
fa+ha+maj,2927,2927,47.19
buf+inv,2794,2753,9.716
compound gates,1297,1297,7.784
flops,653,653,12.09
==> flip-flops by register name, summed over array words and instances, names as in the netlist <==
register,cells
u_mul.mant_prod,106
u_mul.mant_s3_r,106
result,64
u_mul.cross_r2,56
u_mul.cross_r,56
u_mul.p_hi_r2,54
u_mul.p_hi_r,54
u_mul.p_lo_r2,52
u_mul.p_lo_r,52
exp_pipe,44
sign_pipe,4
mant_valid,1
u_mul.mant_valid,1
u_mul.valid_s1,1
u_mul.valid_s2,1
u_mul.valid_s3,1
==> worst max-delay path by stage <==
stage     start           endpoint  slack, ns  cells past startpoint
5_1_grt    a[6]  u_mul.cross_r[55]      23.24                     55
4_1_cts    b[1]  u_mul.cross_r[55]      24.26                     52
6_report   b[1]  u_mul.cross_r[55]      24.15                     52
==> stage by stage <==
step / worst slack (ns) / area, µm² / hold WS (ns) / std cells
floorplan: 25.61 / 108100 / 0.4014 / 12350
global placement: 23.52 / 116200 / 0.4413 / 16950
detailed placement: 23.55 / 116200 / 0.4547 / 16950
CTS: 24.26 / 118700 / 0.4662 / 17080
global route: 23.24 / 118700 / 0.4905 / 17090
finish: 24.15 / 118800 / 0.4641 / 17090
==> metal layers <==
metal	vias to the layer above	part of all wire, %
met3	548	12
met5	-	0.11
met4	54	3.7
met1	40520	42
li1	38310	-
met2	2926	43
